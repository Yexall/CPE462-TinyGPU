**/design/flow/run.sh**
```bash
#!/bin/bash
# OpenROAD 26Q1-2900-gdf79404cd8, Yosys 0.63+post, stock flow scripts
make -C /OpenROAD-flow-scripts/flow DESIGN_CONFIG=/design/flow/config.mk WORK_HOME=/design/flow/orfs finish
```
**/design/flow/config.mk**
```make
export PLATFORM = sky130hd
export DESIGN_NAME = pc
export DESIGN_NICKNAME = pc
export VERILOG_FILES = /design/flow/design.v
export SDC_FILE = /design/flow/constraint.sdc
export NUM_CORES = 4
export LEC_CHECK = 1
export CORE_AREA = 10 10 75 75
export DIE_AREA = 0 0 85 85
```
**/design/flow/constraint.sdc**
```tcl
current_design pc

set clk_period 1.8
set clk_io_pct 0.2

create_clock -name clk0 -period $clk_period [get_ports {clk}]

set non_clock_inputs [all_inputs -no_clocks]
set_input_delay [expr $clk_period * $clk_io_pct] -clock clk0 $non_clock_inputs
set_output_delay [expr $clk_period * $clk_io_pct] -clock clk0 [all_outputs]
```
**/design/flow/design.v**
```verilog
`timescale 1ns / 1ps
module PC_MuxOne#(
    parameter int PC_WIDTH = 8
)(
    input logic NZPSelect,				                         
    input logic [PC_WIDTH - 1:0] CurrentPCPlus,		             
    input logic [PC_WIDTH - 1:0] Immediate,			             
    output logic [PC_WIDTH - 1:0] Branch			                 
);
    always_comb Branch = NZPSelect ? Immediate : CurrentPCPlus;  
endmodule
`timescale 1ns / 1ps
module PC_MuxTwo#(
    parameter int PC_WIDTH = 8
)(
    input logic PCMux,					                     
    input logic [PC_WIDTH - 1:0] Branch,			             
    input logic [PC_WIDTH - 1:0] CurrentPCPlus,		         
    output logic [PC_WIDTH - 1:0] NextPC			             
);
    always_comb NextPC = PCMux ? Branch : CurrentPCPlus;     
endmodule
`timescale 1ns / 1ps
module PC_NZPRegister#(
    parameter logic [2:0] RESET_NZP = 3'b010	         
)(
    input logic CLK,
    input logic RST,
    input logic NZPWE,					                 
    input logic [2:0] ALUOut,				             
    output logic [2:0] NZPOut				             
);
    always_ff@ (posedge CLK) begin
        if (RST) NZPOut <= RESET_NZP;			             
        else if (NZPWE) NZPOut <= ALUOut;			         
    end
endmodule
`timescale 1ns / 1ps
module PC_PlusOne#(
    parameter int PC_WIDTH = 8
)(
    input logic [PC_WIDTH - 1:0] CurrentPC,		 
    output logic [PC_WIDTH - 1:0] NextPC		     
);
    assign NextPC = CurrentPC + 1'd1;			 
endmodule
`default_nettype none
`timescale 1ns/1ns
module pc #(
    parameter DATA_MEM_DATA_BITS = 8,
    parameter PROGRAM_MEM_ADDR_BITS = 8
) (
    input wire clk,
    input wire reset,
    input wire enable,
    input reg [2:0] core_state,
    input reg [2:0] decoded_nzp,                               
    input reg [DATA_MEM_DATA_BITS - 1:0] decoded_immediate,
    input reg decoded_nzp_write_enable,
    input reg decoded_pc_mux,
    input reg [DATA_MEM_DATA_BITS - 1:0] alu_out,                
    input reg [PROGRAM_MEM_ADDR_BITS - 1:0] current_pc,
    output wire [PROGRAM_MEM_ADDR_BITS - 1:0] next_pc
);
    localparam logic [2:0] EXECUTE = 3'b101;				     
    localparam logic [2:0] UPDATE = 3'b110;				         
    wire [2:0] alu_nzp = {alu_out[0], alu_out[1], alu_out[2]};   
    wire [2:0] nzp_flags;							             
    wire nzp_we = enable && (core_state == UPDATE) && decoded_nzp_write_enable;
    PC_NZPRegister u_nzp (
        .CLK(clk),
        .RST(reset),
        .NZPWE(nzp_we),
        .ALUOut(alu_nzp),
        .NZPOut(nzp_flags)
    );
    wire [PROGRAM_MEM_ADDR_BITS  -  1:0] pc_plus1;					 
    PC_PlusOne #(.PC_WIDTH(PROGRAM_MEM_ADDR_BITS)) u_inc (
        .CurrentPC(current_pc),
        .NextPC(pc_plus1)
    );
    wire nzp_match = |(decoded_nzp & nzp_flags);				 
    wire [PROGRAM_MEM_ADDR_BITS  -  1:0] branch_pc;					 
    PC_MuxOne #(.PC_WIDTH(PROGRAM_MEM_ADDR_BITS)) u_mux1 (
        .NZPSelect(nzp_match),
        .CurrentPCPlus(pc_plus1),
        .Immediate(decoded_immediate[PROGRAM_MEM_ADDR_BITS - 1:0]),
        .Branch(branch_pc)
    );
    wire [PROGRAM_MEM_ADDR_BITS  -  1:0] next_pc_comb;				 
    PC_MuxTwo #(.PC_WIDTH(PROGRAM_MEM_ADDR_BITS)) u_mux2 (
        .PCMux(decoded_pc_mux),
        .Branch(branch_pc),
        .CurrentPCPlus(pc_plus1),
        .NextPC(next_pc_comb)
    );
    reg [PROGRAM_MEM_ADDR_BITS  -  1:0] next_pc_r;					 
    always_ff @(posedge clk) begin
        if (reset) begin
            next_pc_r <= 0;							         
        end else if (enable) begin
            if (core_state == EXECUTE) begin
                next_pc_r <= next_pc_comb;					     
            end
        end
    end
    assign next_pc = next_pc_r;							         
endmodule
```
==> flow_summary.toml <==
# physical design summary
[min_path]
hp-class = "flop to flop"

[yosys]
simple_gate_share_pct = 28.3
avgSynthCellArea_um2 = 8.42
synth_adder_area_share_pct = 2.04
ys_ff = 11
seq_area_frac_synth_pct = 35.8
yosys_warnings = 4
yosys_cells = 73
ys.flop_type = "dfxtp_1"
synth-compound-area-share_pct = 24.8
ys_top_logic_family = "simple AND/OR/NAND/NOR gates"
synth_chip_area_um2 = 614
synth.cellmix.xorXnorShare_pct = 7.13
synth_area_um2 = 614
mux_area_share_pct = 0
ys_types = 31
edf_count = 0
async_flop_share_pct = 0
synthCells = 73

[worst_setup_path]
reg2reg_to = "next_pc_r[5]$_SDFFE_PP0P_"
endpoint_kind = "flop"
r2r-start = "u_nzp.NZPOut[0]$_SDFFE_PP0P_"
crit_required_ps = 1970
worstPathMaxFanout = 3
critical_path.top_delay_family = "buffers and inverters"
cp.arrival_ps = 1880
cpPeakStageDelay_ps = 410
path_buffers = 2
cp-startpoint = "decoded_nzp[1]"
ff2ff_path_depth = 5
start_kind = "input pin"
crit_chain = "clkdlybuf4s50_1 -> a222oi_1 -> buf_4 -> nor2_2 -> or3_4 -> o211ai_2"
endpoint = "next_pc_r[5]$_SDFFE_PP0P_"
ff2ff_setup_slack_ps = 280
cp_slowest_cell = "clkdlybuf4s50_1"
critical_path_depth = 6
path_class = "input pin to flop"

[flow_run]
tool_warnings = 30
max_cap_violations = 0

[routing]
wl_um = 2240
diodes = 0
via_count = 700
drt_iter0_drc = 26
drc = 0
drt-vias-per-instance = 4.09
drt-pass1-iter-count = 4
wl_per_cell_um = 13.1
ant_nets = 0

[placement]
place_congestion = 0.813
placed_cells = 167
dpl-instance-area_um2 = 1110
dpl_worst_slack_ps = -168
io_buffer_count = 37
dp_hpwl_um = 1900

[die]
ios = 43
chip_area_um2 = 7230
die_w_um = 85
die_y_um = 85
rows = 23
core-area_um2 = 4060
fp_util_pct = 15.1

[grt]
grt_pass1_vias = 728
grt_max_degree = 11
overflow = 0
grt_usage_pct = 5.70
antenna_found_initial = 0
grt_pass1_wl_um = 3380

[final_timing]
setup_tns_ps = 0
fin_crit_ps = 1710
rsz0062_at_grt = "no"
slew_viol_final = 0
finalCritPeriodShare_pct = 95.0
fin_hold_ws_ps = 462
fmax_ghz = 0.585
worst_slack_ps = 89.4
tightestPinTransition_ps = 345
finalSetupViolCount = 0
relSlewSlack_pct = 77.0
skew_ps = 1.62
hold_viol = 0

[finish]
fill_cells = 406
final_util_pct = 28.6
design_area_um2 = 1160
stdcell_count = 171
drive_gt1_share_pct = 14.0
syn_to_final_growth_pct = 89.2

[pwr]
peakVddDrop_mv = 0.177
power.leakage_nw = 0.422
powerDensity_nw_per_um2 = 555
total_power_mw = 0.646

[clocking]
cts_sinks = 11
cts_hold_buffers = 0
post-cts-setup-buffer-count = 0
cts-buffers-inserted = 3
cts_root_buf = "clkbuf_8"
path_clk_slew_ps = 50
cts_resized = 0
clockBufferDepth = 2
cts_htree_levels = 1
clkLatencyLatePin_ps = 230
cts_tree = "yes"

[outcome]
status = "complete, no violations"
placed cells by master, fill, tap and decap left out, types with 2 or more instances in the layout:
cell type / instances
nor2_1: 4
o211ai_2: 2
xor2_1: 3
nand2_1: 12
xnor2_1: 2
buf_4: 9
o21ai_0: 4
clkbuf_8: 3
a311oi_1: 2
clkdlybuf4s50_1: 36
nand4b_1: 3
o211ai_1: 2
nand4_1: 2
dfxtp_1: 11
a21oi_1: 5
cell usage after synthesis, types with 2 or more instances:
cell type,n,area [um^2]
a311oi_1,2,17.5
nor2_1,4,15.0
nand4_1,2,12.5
clkbuf_1,2,7.51
xnor2_1,2,17.5
nand2b_1,2,12.5
o211ai_1,2,15.0
a21oi_1,5,25.0
dfxtp_1,11,220
xor2_1,3,26.3
nand2_1,12,45.0
nand4b_1,3,26.3
o211ai_2,2,25.0
o21ai_0,4,20.0
registers in the layout, indices dropped and copies added (netlist names):
signal / flops
next_pc_r: 8
u_nzp.NZPOut: 3
cells by family (layout without fill, tap and decap cells):
family	Yosys count	in the layout
buffers and inverters	3	51
DFF	11	11
and+or+nand+nor	31	31
AOI/OAI and AO/OA	22	22
adders and majority gates	1	1
xor gates and xnor gates	5	5
routing by layer:
layer | GRT usage, % | part of all wire, %
met5 | 0 | 0
met4 | 0.599 | 0.45
met3 | 2.89 | 8.6
met2 | 8.86 | 47
met1 | 7.14 | 44
report_power, final:
group | internal (mW) | switching, mW
Clock | 0.155 | 0.0903
Sequential | 0.250 | 0.00322
Combinational | 0.0963 | 0.0504
worst min-delay path by stage:
stage / startpoint / end / cells past startpoint
final: next_pc_r[4]$_SDFFE_PP0P_ / next_pc_r[4]$_SDFFE_PP0P_ / 2
after global routing: next_pc_r[2]$_SDFFE_PP0P_ / next_pc_r[2]$_SDFFE_PP0P_ / 2
after CTS: next_pc_r[4]$_SDFFE_PP0P_ / next_pc_r[4]$_SDFFE_PP0P_ / 2
cell type report:
cell class	instances	area, um^2	area share [%]
tap	50	62.6	5.38
timing repair buffer	46	440	37.9
sequential	11	220	18.9
clock buffer	4	45.0	3.88
inverter	1	3.75	0.323
multi-input combinational	59	390	33.6
worst min-delay path: cells and delay by family, from the launching register on:
family          cells  cell delay [ps]
simple gates        1               50
compound gates      1               50
flops               1              310
