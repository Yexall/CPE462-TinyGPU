**flow/run.sh**
```bash
#!/bin/bash
# OpenROAD 26Q1-2900-gdf79404cd8, Yosys 0.63+post, stock flow scripts
make -C /OpenROAD-flow-scripts/flow DESIGN_CONFIG=/design/flow/config.mk WORK_HOME=/design/flow/orfs finish
```
**flow/config.mk**
```make
export PLATFORM = sky130hd
export DESIGN_NAME = lsu
export DESIGN_NICKNAME = lsu
export VERILOG_FILES = /design/flow/design.v
export SDC_FILE = /design/flow/constraint.sdc
export NUM_CORES = 4
export LEC_CHECK = 1
export CORE_AREA = 10 10 102 102
export DIE_AREA = 0 0 112 112
```
**flow/constraint.sdc**
```tcl
current_design lsu

set clk_period 2.0
set clk_io_pct 0.2

create_clock -name clk0 -period $clk_period [get_ports {clk}]

set non_clock_inputs [all_inputs -no_clocks]
set_input_delay [expr $clk_period * $clk_io_pct] -clock clk0 $non_clock_inputs
set_output_delay [expr $clk_period * $clk_io_pct] -clock clk0 [all_outputs]
```
**flow/design.v**
```verilog
`timescale 1ns / 1ps
module LSU_Load (
    input wire clk,
    input wire reset,
    input wire enable,					     
    input wire [2:0] core_state,	         
    input wire decoded_mem_read_enable,		 
    input wire [7:0] rs,					 
    output reg mem_read_valid,				 
    output reg [7:0] mem_read_address,	     
    input wire mem_read_ready,				 
    input wire [7:0] mem_read_data,			 
    output reg [1:0] load_state,			 
    output reg [7:0] load_out				 
);
    localparam IDLE = 2'b00, REQUESTING = 2'b01, WAITING = 2'b10, DONE = 2'b11;	 
    always@ (posedge clk) begin
        if (reset) begin
            load_state <= IDLE;				             
            load_out <= 8'h00;				             
            mem_read_valid <= 1'b0;				         
            mem_read_address <= 8'h00;			         
        end else if (enable) begin
            if (decoded_mem_read_enable) begin
                case (load_state)
                    IDLE: begin
                        if (core_state == 3'b011) begin
                            load_state <= REQUESTING;    
                        end
                    end
                    REQUESTING: begin
                        mem_read_valid <= 1'b1;			 
                        mem_read_address <= rs;			 
                        load_state <= WAITING;			 
                    end
                    WAITING: begin
                        if (mem_read_ready) begin
                            mem_read_valid <= 1'b0;		 
                            load_out <= mem_read_data;	 
                            load_state <= DONE;			 
                        end
                    end
                    DONE: begin
                        if (core_state == 3'b110) begin
                            load_state <= IDLE;			 
                        end
                    end
                endcase
            end
        end
    end
endmodule
`timescale 1ns / 1ps
module LSU_Store (
    input wire clk,
    input wire reset,
    input wire enable,					 
    input wire [2:0] core_state,				 
    input wire decoded_mem_write_enable,		 
    input wire [7:0] rs,					 
    input wire [7:0] rt,					 
    output reg mem_write_valid,			 
    output reg [7:0] mem_write_address,			 
    output reg [7:0] mem_write_data,			 
    input wire mem_write_ready,			 
    output reg [1:0] store_state			 
);
    localparam IDLE = 2'b00, REQUESTING = 2'b01, WAITING = 2'b10, DONE = 2'b11;	 
    always@ (posedge clk) begin
        if (reset) begin
            store_state <= IDLE;				     
            mem_write_valid <= 1'b0;				 
            mem_write_address <= 8'h00;			     
            mem_write_data <= 8'h00;				 
        end else if (enable) begin
            if (decoded_mem_write_enable) begin
                case (store_state)
                    IDLE: begin
                        if (core_state == 3'b011) begin
                            store_state <= REQUESTING;		 
                        end
                    end
                    REQUESTING: begin
                        mem_write_valid <= 1'b1;			 
                        mem_write_address <= rs;			 
                        mem_write_data <= rt;			     
                        store_state <= WAITING;			     
                    end
                    WAITING: begin
                        if (mem_write_ready) begin
                            mem_write_valid <= 1'b0;		 
                            store_state <= DONE;			 
                        end
                    end
                    DONE: begin
                        if (core_state == 3'b110) begin
                            store_state <= IDLE;			 
                        end
                    end
                endcase
            end
        end
    end
endmodule
`default_nettype none
`timescale 1ns/1ns
module lsu (
    input wire clk,
    input wire reset,
    input wire enable,					                     
    input reg [2:0] core_state,				                 
    input reg decoded_mem_read_enable,			             
    input reg decoded_mem_write_enable,		                 
    input reg [7:0] rs,					                     
    input reg [7:0] rt,					                     
    output wire mem_read_valid,			                     
    output wire [7:0] mem_read_address,			             
    input reg mem_read_ready,				                 
    input reg [7:0] mem_read_data,			                 
    output wire mem_write_valid,			                 
    output wire [7:0] mem_write_address,			         
    output wire [7:0] mem_write_data,			             
    input reg mem_write_ready,				                 
    output wire [1:0] lsu_state,				             
    output wire [7:0] lsu_out				                 
);
    localparam IDLE = 2'b00;				                 
    wire [1:0] load_state;				                     
    wire [7:0] load_out;					                 
    LSU_Load u_load(
        .clk(clk),
        .reset(reset),
        .enable(enable),
        .core_state(core_state),
        .decoded_mem_read_enable(decoded_mem_read_enable),
        .rs(rs),
        .mem_read_valid(mem_read_valid),
        .mem_read_address(mem_read_address),
        .mem_read_ready(mem_read_ready),
        .mem_read_data(mem_read_data),
        .load_state(load_state),
        .load_out(load_out)
    );
    wire [1:0] store_state;				                     
    LSU_Store u_store(
        .clk(clk),
        .reset(reset),
        .enable(enable),
        .core_state(core_state),
        .decoded_mem_write_enable(decoded_mem_write_enable),
        .rs(rs),
        .rt(rt),
        .mem_write_valid(mem_write_valid),
        .mem_write_address(mem_write_address),
        .mem_write_data(mem_write_data),
        .mem_write_ready(mem_write_ready),
        .store_state(store_state)
    );
    assign lsu_out = load_out;				                 
    assign lsu_state = decoded_mem_read_enable?load_state :	 
                     decoded_mem_write_enable?store_state :	 
                     IDLE;
endmodule
```
==> out/results.ini <==
[grt]
overflow = 0
antenna_found_initial = 0
grt_first_pass_wirelength_mm = 7.914
track_usage_pct = 7.560
grt_max_degree = 38
grt_pass1_vias = 1491

[logic_synthesis]
yosys.area_share.adder_pct = 8.449
area_leaders = dfxtp_1, nand2_1, a21oi_1, ha_1, mux2i_1
synthesis.area_mm2 = 0.001629
top_area_share_pct = 46.70
largest_area_cell = dfxtp_1
async_reset_ff_share_pct = 0
postSynthSeqShare_pct = 46.70
ys_dominant_reg_cell = dfxtp_1
edf_count = 0
synth.cellmix.simpleShare_pct = 24.27
ys_cells = 202
yosysWarnings = 2
topCombFamilyByArea = simple AND/OR/NAND/NOR gates
mux_share_pct = 2.458
aoi_share_pct = 14.13
ys_area_mm2 = 0.001629
xor_area_share_pct = 0
synth_cell_types = 29
synthCells = 202
synth.avg_cell_area_um2 = 8.065
ys.flops = 38

[layout]
logic_area_um2 = 803.3
n_fill_cell = 838
drive_above_1_share_pct = 6.522
flop_area_um2 = 760.7
fin_cells = 381
post-route-util_pct = 31.98
area_growth_syn_to_layout_pct = 61.29

[final_timing]
skew_ps = 4.300
tns_ps = 0
slew_headroom_pct = 73.29
setup_viol = 0
drv_slew = 0
fmax_mhz = 544.0
hold_viol = 0
worst_slack_ps = 161.9
period_needed_ps = 1838
rsz0062_at_grt = false
finalCritPeriodShare_pct = 91.90
worstMarginPinSlew_ps = 400.6

[route]
detail_route.wl_per_cell_um = 12.99
via_count = 1577
routed_wl_mm = 4.949
drt-initial-drc-count = 57
antennaDiodeCount = 0
first_pass_iters = 4
vias_per_cell = 4.139
drt.antenna.violating_nets = 0
remaining_drc_errors = 0

[place]
post-place-cells = 373
dp_hpwl_mm = 3.736
port_buffers = 69
place_ws_ps = -4.501
gp_congestion = 0.7620

[power]
swShare_pct = 19.25
power_switching_uw = 328.7
p_int_uw = 1378
p_clk_share_pct = 47.4
power_density_mw_per_mm2 = 649.6
seq_power_share_pct = 44.8
combPwrFrac_pct = 7.8
leakagePower_uw = 0.0009452
ir_drop_mv = 0.3440

[cts]
clk_latency_ps = 290
cts_tree = yes
cts_made_buffers = 5
cts_hold_buf = 0
clk_path_buf_depth = 2
post_cts_buffers = 0
ctsResizeCount = 1
clockRootBuffer = clkbuf_8
htreeDepth = 2
clkTransAtPathRegs_ps = 70
clock_sinks = 38

[die]
die_h_um = 112
die_w_um = 112
num_rows = 33
dieArea_mm2 = 0.01254
core_mm2 = 0.008217
floorplan.core_util_pct = 19.83
num_io_pins = 70

[worst_hold_path]
worstHoldPathType = reg2reg

[setup_path]
cp_max_fo = 5
start_kind = flop
worstSetupPathType = reg2reg
crit_arrival_ps = 2060
critPathCaptureType = flop
crit_required_ps = 2220

[job]
cap_viol_max_count = 0
warnings = 34

[outcome]
outcome = finished, final reports clean

-- critical path, cell delays in order, from the launching register on --
cell,delay [ps]
dfxtp_1,430
inv_1,110
ha_1,260
or4_1,510
o2111ai_1,110
a221o_2,170
mux2i_1,170
-- registers in the layout, indices dropped and copies added (netlist names) --
register	count
u_store.mem_write_valid	1
u_store.mem_write_data	8
u_load.mem_read_address	8
u_store.mem_write_address	8
u_load.load_out	8
u_store.store_state	2
u_load.mem_read_valid	1
u_load.load_state	2
-- routing by layer --
metal	share of wire, %	up-vias	GRT usage [%]
li1	-	813	-
met1	46	711	9.759
met2	46	51	12.24
met3	7.6	2	2.932
met4	0.28	0	0.5922
met5	0	-	0
-- layout make-up --
cell class | count | area share, %
clock buffers | 6 | 3.143
clock inverters | 2 | 2.286
inverters | 5 | 0.7143
multi-input cells | 148 | 30.57
flip-flops and latches | 38 | 28.95
well taps | 105 | 5.000
repair buffers | 77 | 29.33
-- cells by family after synthesis --
logic type	after synthesis
compound gates	41
mux	4
flops	38
buf+inv	16
simple gates	92
fa+ha+maj	11
-- cell usage in the layout (no fill, tap or decap), types with 2 or more instances in the layout --
master,n
a21oi_1,32
and3_1,2
buf_4,7
bufinv_16,2
clkbuf_8,6
clkdlybuf4s50_1,66
dfxtp_1,38
dlymetal6s2s_1,3
ha_1,11
inv_1,5
mux2i_1,4
nand2_1,70
nand2b_1,6
nand3_1,2
nand3b_1,2
nor2_1,3
o21bai_1,2
-- power by group through the flow --
stage	sequential (uW)	combinational (uW)	clock, uW
6_report	764	133	810
4_1_cts	764	135	838
5_1_grt	765	145	886
-- synth_stat cells (all sizes together), types with 2 or more instances --
| library cell | number |
|---|---|
| a21oi | 32 |
| and3 | 2 |
| buf | 4 |
| clkbuf | 7 |
| dfxtp | 38 |
| ha | 11 |
| inv | 5 |
| mux2i | 4 |
| nand2 | 71 |
| nand2b | 6 |
| nand3 | 2 |
| nand3b | 2 |
| nor2 | 3 |
| o21ai | 2 |
| o21bai | 2 |
-- worst paths after layout --
kind,startpoint,endpoint,slack [ps],depth (start not counted)
setup / recovery,u_load.load_state[0]$_SDFFE_PP0P_,u_load.load_state[0]$_SDFFE_PP0P_,160,6
hold reg to reg,u_load.load_out[2]$_SDFFE_PP0P_,u_load.load_out[2]$_SDFFE_PP0P_,450,2
setup reg to reg,u_load.load_state[0]$_SDFFE_PP0P_,u_load.load_state[0]$_SDFFE_PP0P_,160,6
hold / removal,u_load.load_out[2]$_SDFFE_PP0P_,u_load.load_out[2]$_SDFFE_PP0P_,450,2
-- per-stage QoR --
step / instance area, um^2 / hold slack, ps / total power (uW)
floorplan: 1629 / 421.8 / 818.9
global placement: 2477 / 438.0 / 916.5
detailed placement: 2477 / 446.5 / 916.5
CTS: 2620 / 456.2 / 1738
global route: 2628 / 472.6 / 1796
finish: 2628 / 451.6 / 1707
Power and IR drop assume default switching activity.
