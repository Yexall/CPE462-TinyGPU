==> flow/design.v <==
`timescale 1ns / 1ps
module ALU_Arithmetic #(
    parameter int WIDTH = 8
)(
    input logic [1:0] AluArithmeticMux,         
    input logic [WIDTH-1:0] rs,                 
    input logic [WIDTH-1:0] rt,                 
    output logic [WIDTH-1:0] ArithOut           
);
    localparam logic [1:0] ADD = 2'b00,
                           SUB = 2'b01,
                           MUL = 2'b10,
                           DIV = 2'b11;
    always_comb begin
        case (AluArithmeticMux)
            ADD: ArithOut = rs + rt;         
            SUB: ArithOut = rs - rt;         
            MUL: ArithOut = rs * rt;         
            DIV: ArithOut = rs / rt;         
            default: ArithOut = '0;
        endcase
    end
endmodule
`timescale 1ns / 1ps
module ALU_Comparison #(
    parameter int WIDTH  = 8
)(
    input  logic [WIDTH - 1:0] rs,                   
    input  logic [WIDTH - 1:0] rt,                   
    output logic [2:0] CmpOut                        
);
    logic signed [WIDTH:0] diff;                     
    always_comb begin
        diff = $signed({1'b0, rs})  -  $signed({1'b0, rt});  
        if (diff == 0) CmpOut = 3'b010;                      
        else if (diff < 0) CmpOut = 3'b100;                  
        else CmpOut = 3'b001;                                
    end
endmodule
`timescale 1ns / 1ps
module ALU_Mux #(
    parameter int WIDTH = 8
)(
    input  logic ALUOutputMux,                                   
    input  logic [WIDTH - 1:0] ArithOut,                         
    input  logic [2:0] CmpOut,                                   
    output logic [WIDTH - 1:0] ALUOut                            
);
    wire [WIDTH - 1:0] FlagsPZN = {{(WIDTH - 3){1'b0}},          
        CmpOut[0], CmpOut[1], CmpOut[2]                          
    };
    always_comb ALUOut = ALUOutputMux ? FlagsPZN : ArithOut;     
endmodule
`default_nettype none
`timescale 1ns/1ns
module alu (
    input wire clk,
    input wire reset,
    input wire enable,                               
    input reg [2:0] core_state,                      
    input reg [1:0] decoded_alu_arithmetic_mux,      
    input reg decoded_alu_output_mux,                
    input reg [7:0] rs,                              
    input reg [7:0] rt,                              
    output wire [7:0] alu_out                        
);
    localparam logic [2:0] EXECUTE = 3'b101;         
    logic [7:0] arith_out;                           
    logic [2:0] cmp_nzp;                             
    logic [7:0] alu_bus_comb;                        
    logic [7:0] alu_out_reg;                         
    assign alu_out = alu_out_reg;                    
    ALU_Arithmetic #(
        .WIDTH(8)
    ) u_arith (
        .rs(rs),
        .rt(rt),
        .AluArithmeticMux(decoded_alu_arithmetic_mux),
        .ArithOut(arith_out)
    );
    ALU_Comparison #(
        .WIDTH(8)
    ) u_cmp (
        .rs(rs),
        .rt(rt),
        .CmpOut(cmp_nzp)                             
    );
    ALU_Mux #(
        .WIDTH(8)
    ) u_mux (
        .ALUOutputMux(decoded_alu_output_mux),       
        .ArithOut(arith_out),
        .CmpOut(cmp_nzp),                            
        .ALUOut(alu_bus_comb)                        
    );
    always@ (posedge clk) begin
        if (reset) begin
            alu_out_reg <= 8'b0;                     
        end else if (enable && (core_state == EXECUTE)) begin
            alu_out_reg <= alu_bus_comb;             
        end
    end
endmodule
==> flow/run.sh <==
#!/bin/bash
# OpenROAD 26Q1-2900-gdf79404cd8, Yosys 0.63+post, stock flow scripts
make -C /OpenROAD-flow-scripts/flow DESIGN_CONFIG=/design/flow/config.mk WORK_HOME=/design/flow/orfs finish
==> flow/config.mk <==
export PLATFORM = sky130hd
export DESIGN_NAME = alu
export DESIGN_NICKNAME = alu
export VERILOG_FILES = /design/flow/design.v
export SDC_FILE = /design/flow/constraint.sdc
export NUM_CORES = 4
export LEC_CHECK = 1
export CORE_UTILIZATION = 50
==> flow/constraint.sdc <==
current_design alu

set clk_period 21.1
set clk_io_pct 0.2

create_clock -name clk0 -period $clk_period [get_ports {clk}]

set non_clock_inputs [all_inputs -no_clocks]
set_input_delay [expr $clk_period * $clk_io_pct] -clock clk0 $non_clock_inputs
set_output_delay [expr $clk_period * $clk_io_pct] -clock clk0 [all_outputs]
==> flow_summary.json <==
{
  "status": "finished, final reports clean",
  "period_used_pct": 73.63,
  "worst_pin_slew_ns": 0.6898,
  "p_per_area_nw_per_um2": 41.95,
  "htreeDepth": 1,
  "fp-utilization_pct": 52.06,
  "min_period_ns": 15.54,
  "ant_nets": 0,
  "cts_tree": "built",
  "cp.arrival_ns": 15.64,
  "grt_max_degree": 19,
  "intPower_w": 0.00008823,
  "largest_reg_flops": 8,
  "synth_cell_type_count": 61,
  "root_buffer": "clkbuf_8",
  "cts_resized": 0,
  "numClockSinks": 8,
  "r2r-end": "alu_out_reg[1]",
  "p_comb_share_pct": 80.0,
  "max_slew_margin_pct": 53.87,
  "power_frac_clock_pct": 10.7,
  "routabilityCongestion": 0.9039,
  "top_usage_layer": "met2",
  "grtUsageTotal_pct": 28.43,
  "n_antenna_cell": 0,
  "ctsHoldBuffers": 0,
  "num_vias": 3313,
  "critPathKind": "in -> reg",
  "via_per_inst": 5.722,
  "ys.flops": 8,
  "num-fill-cells": 645,
  "postSynthCellCount": 459,
  "critPathLaunchType": "input pin",
  "critPathLaunch": "rt[0]",
  "first_iter_violations": 157,
  "finalMaxSlewViolations": 0,
  "tns_ns": 0,
  "core_um2": 6869,
  "async_flop_share_pct": 0,
  "met1_usage_pct": 41.68,
  "cpPeakStageDelay_ns": 0.78,
  "post_cts_buffers": 0,
  "crit_slowest_cell": "clkdlybuf4s50_1",
  "cp_max_fo": 11,
  "clk_path_buf_depth": 2,
  "seq_area_frac_synth_pct": 4.479,
  "net-switching-power_w": 0.00008010,
  "critPathRequiredTime_ns": 21.21,
  "die_w_um": 86.57,
  "postRouteWirelength_um": 9630,
  "ys_area_um2": 3576,
  "post-dp-hpwl_um": 7837,
  "reg2reg_depth": 1,
  "warning_count": 34,
  "avgSynthCellArea_um2": 7.791,
  "die_h_um": 86.57,
  "crit_top_cell": "ha_1",
  "dr.pass1.iters": 4,
  "final_layout_size_suffix_gt1_share_pct": 5.176,
  "hold_viol": 0,
  "ys_cells": 459,
  "setup_viol": 0,
  "whs_path_depth": 2,
  "clk_pin_slew_ns": 0.04,
  "num_rows": 30,
  "hp-start": "alu_out_reg[4]",
  "fmax_ghz": 0.06437,
  "die-area_um2": 7494,
  "grt_pass1_vias": 3155,
  "grt_antenna_before_repair": 0,
  "grtUsageMet3_pct": 2.319,
  "cts_buffers": 3,
  "final_cells": 579,
  "drc_errors": 0,
  "grt_pass1_wl_um": 15960,
  "total_leakage_power_nw": 1.769,
  "worst_setup_path_end_kind": "flip-flop",
  "ios": 33,
  "vdd_drop_max_v": 0.00002306,
  "grt_overflow": 0,
  "cap_violations": 0,
  "reg2reg_slack_ns": 20.38,
  "p_seq_share_pct": 9.3,
  "yosys_warnings": 4,
  "dp.cells": 576,
  "port_buffers": 32,
  "skew_ns": 0,
  "grt_util_met2_pct": 46.97,
  "clock_latency_ns": 0.23,
  "regToRegStartpoint": "alu_out_reg[1]",
  "synth_area_um2": 3576,
  "post_drt_wl_per_cell_um": 16.63,
  "flop_cell": "dfxtp_1",
  "rsz0062_at_grt": "no",
  "p_sw_share_pct": 47.58,
  "edf_count": 0,
  "hold_end": "alu_out_reg[4]",
  "area_growth_pct": 12.21,
  "hp-class": "reg -> reg"
}
-- layer usage --
metal / vias up / routed length (µm)
met4: 0 / 185
met2: 75 / 4416
met1: 1529 / 4592
met3: 12 / 435
met5: - / 0
li1: 1697 / -
-- cells in the mapped netlist, drive strengths merged, types with 9 or more instances --
cell type / number / area [µm²]
o211ai: 11 / 82.58
inv: 41 / 153.9
nor3: 16 / 95.09
ha: 74 / 925.9
mux2: 9 / 101.4
xor2: 11 / 96.34
xnor2: 31 / 271.5
o21ai: 20 / 100.1
o21a: 15 / 113.9
nor2: 43 / 163.9
clkbuf: 9 / 33.78
nand2: 32 / 120.1
a21oi: 32 / 160.2
fa: 14 / 280.3
and2: 9 / 56.30
-- metrics by stage --
step	cell area [µm²]	total power (W)	setup WS (ns)	utilization (%)	hold WS [ns]
after global placement	3971	0.0001495	5.675	57.81	0.4465
final	4013	0.0001683	5.565	58.42	0.4562
after detailed placement	3971	0.0001499	5.457	57.81	0.4497
after floorplan	3576	0.0001163	7.275	-	0.4113
after CTS	4013	0.0001690	5.657	58.42	0.4560
after global routing	4013	0.0001862	4.731	58.42	0.4637
-- final cells by class --
cell class	instances	area, µm²	area share (%)
Multi-Input combinational cell	398	3213	80.07
Timing Repair Buffer	32	320.3	7.983
Sequential cell	8	160.2	3.991
Inverter	42	157.7	3.929
Tap cell	96	120.1	2.993
Clock buffer	3	41.29	1.029
-- worst max-delay path by stage --
stage / end / slack (ns) / cells past startpoint
after CTS: alu_out_reg[0] / 5.66 / 44
after global routing: alu_out_reg[0] / 4.73 / 43
final: alu_out_reg[0] / 5.56 / 44
-- power by group through the flow --
stage / Clock, W / Combinational (W) / Sequential (W)
6_report: 0.0000180 / 0.000135 / 0.0000157
4_1_cts: 0.0000185 / 0.000135 / 0.0000157
5_1_grt: 0.0000195 / 0.000151 / 0.0000157
-- worst max-delay path, delay by kind of cell --
| kind | cells | cell delay [ns] |
|---|---|---|
| adder cells (fa/ha/maj) | 8 | 2.66 |
| AND-OR/OR-AND | 23 | 5.20 |
| buffers and inverters | 4 | 1.30 |
| multiplexers | 2 | 0.80 |
| AND/OR/NAND/NOR | 7 | 1.48 |
-- cells in the final DEF, fill, tap and decap left out, types with 5 or more instances in the layout --
master            n
o21ai_0          16
mux2i_1           5
mux2_2            7
o21a_1           14
a21o_1            8
a31oi_1           8
nor2_1           42
xor2_1           11
o211ai_1         11
xnor2_1          31
dfxtp_1           8
and2_1            9
clkdlybuf4s50_1  32
nand2b_1          5
a21oi_1          32
ha_1             74
nor3_1           13
fa_1             14
inv_1            41
nor2b_1           5
nand2_1          32
-- logic make-up (layout without fill, tap and decap cells) --
kind of cell / Yosys count / count (layout) / synth area share (%)
AOI/OAI and AO/OA: 124 / 124 / 23.90
adders and majority gates: 88 / 88 / 33.73
xor gates and xnor gates: 42 / 42 / 10.29
muxes: 14 / 14 / 4.234
buffers and inverters: 53 / 77 / 5.668
and+or+nand+nor: 130 / 130 / 17.70
DFF: 8 / 8 / 4.479
Power and IR drop assume default switching activity.
